===== /design/flow/run.sh =====
#!/bin/bash
# OpenROAD 26Q1-2900-gdf79404cd8, Yosys 0.63+post, stock flow scripts
make -C /OpenROAD-flow-scripts/flow DESIGN_CONFIG=/design/flow/config.mk WORK_HOME=/design/flow/orfs finish

===== /design/flow/config.mk =====
export PLATFORM = sky130hd
export DESIGN_NAME = ALU_TOP
export DESIGN_NICKNAME = ALU_TOP
export VERILOG_FILES = /design/flow/design.v
export SDC_FILE = /design/flow/constraint.sdc
export NUM_CORES = 4
export LEC_CHECK = 1
export CORE_UTILIZATION = 50

===== /design/flow/constraint.sdc =====
current_design ALU_TOP

set clk_period 1.0
set clk_io_pct 0.2

create_clock -name clk0 -period $clk_period [get_ports {CLK}]

set non_clock_inputs [all_inputs -no_clocks]
set_input_delay [expr $clk_period * $clk_io_pct] -clock clk0 $non_clock_inputs
set_output_delay [expr $clk_period * $clk_io_pct] -clock clk0 [all_outputs]

===== /design/flow/design.v =====
module ALU_TOP #(parameter in_width = 16, out_width = 16)
(
    input        [in_width-1:0]  A, B,
    input                        CLK, RST,
    input        [3:0]           ALU_FUN,
    output  wire [out_width-1:0] Arith_OUT, SHIFT_OUT,
    output  wire                 Carry_OUT,
    output  wire [out_width:0]   Logic_OUT,
    output  wire [1:0]           CMP_OUT,
    output  wire                 Arith_Flag, Logic_Flag, CMP_Flag, SHIFT_Flag
);
    wire en_arith, en_logic, en_cmp, en_shft;
    decoder U_Decoder (
        .Alu_fun_Dec(ALU_FUN[3:2]),
        .Arith_en(en_arith),
        .Logic_en(en_logic),
        .CMP_en(en_cmp),
        .Shift_en(en_shft)
    );
    arithmetic_unit U_ari (
        .inA(A),
        .inB(B),
        .clk(CLK),
        .rst(RST),
        .arith_en(en_arith),
        .Alu_fun_Arth(ALU_FUN[1:0]),
        .arith_out(Arith_OUT),
        .carry_out(Carry_OUT),
        .arith_flag(Arith_Flag)
    );
    logic_unit U_logic (
        .inA(A),
        .inB(B),
        .clk(CLK),
        .rst(RST),
        .logic_en(en_logic),
        .Alu_fun_Logic(ALU_FUN[1:0]),
        .logic_out(Logic_OUT),
        .logic_flag(Logic_Flag)
    );
    cmp_unit U_CMP (
        .inA(A),
        .inB(B),
        .clk(CLK),
        .rst(RST),
        .cmp_en(en_cmp),
        .Alu_fun_cmp(ALU_FUN[1:0]),
        .cmp_out(CMP_OUT),
        .cmp_flag(CMP_Flag)
    );
    shift_unit U_shift (
        .inA(A),
        .inB(B),
        .clk(CLK),
        .rst(RST),
        .shift_en(en_shft),
        .Alu_fun_shift(ALU_FUN[1:0]),
        .shift_out(SHIFT_OUT),
        .shift_flag(SHIFT_Flag)
    );
endmodule
module arithmetic_unit #(parameter in_width = 16, out_width = 16)
(
    input       [in_width-1:0]  inA, inB,
    input                       clk, rst, arith_en,
    input       [1:0]           Alu_fun_Arth,
    output reg  [out_width-1:0] arith_out,
    output reg                  carry_out,
    output reg                  arith_flag
);
always @(posedge clk or negedge rst) begin
    if (!rst) begin
        {carry_out,arith_out} <= 2'b00;
        arith_flag <= 1'b0;
    end
    else if (arith_en) begin
        arith_flag <= 1'b1;
        case (Alu_fun_Arth)
            2'b00: {carry_out,arith_out} <= inA + inB;   
            2'b01: {carry_out,arith_out} <= inA - inB;   
            2'b10: {carry_out,arith_out} <= inA * inB;   
            2'b11: {carry_out,arith_out} <= inA / inB;   
        endcase
    end
    else begin
        arith_out <= 16'b00;
        arith_flag <= 1'b0;
    end
end
endmodule
module cmp_unit #(parameter in_width = 16, out_width = 16)
(
    input       [in_width-1:0]  inA, inB,
    input                       clk, rst, cmp_en,
    input       [1:0]           Alu_fun_cmp,
    output  reg [1:0]           cmp_out,
    output  reg                 cmp_flag
);
always @(posedge clk or negedge rst) begin
    if (!rst) begin
        cmp_out <= 1'b0;
        cmp_flag <= 1'b0;
    end
    else if (cmp_en) begin
        cmp_flag <= 1'b1;
        case (Alu_fun_cmp)
            2'b00: cmp_out <= 1'b0;          
            2'b01: if (inA == inB) begin     
               cmp_out <= 1'b1 ;
            end
            else cmp_out <= 1'b0 ;
            2'b10: if (inA > inB) begin      
                cmp_out <= 2'b10 ;
            end
            else cmp_out <= 1'b0;                  
            2'b11: if (inA < inB) begin      
                cmp_out <= 2'b11 ;
            end
            else cmp_out <= 1'b0;
        endcase
    end
    else begin
        cmp_out <= 1'b0;
        cmp_flag <= 1'b0;
    end
end
endmodule
module decoder (
    input   [1:0]   Alu_fun_Dec,
    output  reg     Arith_en, Logic_en, CMP_en, Shift_en
);
    always @(*) begin
      case (Alu_fun_Dec)
        2'b00:  {Arith_en, Logic_en, CMP_en, Shift_en} = 4'b1000;
        2'b01:  {Arith_en, Logic_en, CMP_en, Shift_en} = 4'b0100;
        2'b10:  {Arith_en, Logic_en, CMP_en, Shift_en} = 4'b0010;
        2'b11:  {Arith_en, Logic_en, CMP_en, Shift_en} = 4'b0001;
      endcase
    end
endmodule
module logic_unit #(parameter in_width = 16, out_width = 16)
(
    input       [in_width-1:0]  inA, inB,
    input                       clk, rst, logic_en,
    input       [1:0]           Alu_fun_Logic,
    output  reg [out_width:0]   logic_out,
    output  reg                 logic_flag
);
always @(posedge clk or negedge rst) begin
    if (!rst) begin
        logic_out <= 1'b0;
        logic_flag<= 1'b0;
    end
    else if (logic_en) begin
        logic_flag<= 1'b1;
        case (Alu_fun_Logic)
            2'b00: logic_out <= inA & inB;       
            2'b01: logic_out <= inA | inB;       
            2'b10: logic_out <= ~(inA & inB);    
            2'b11: logic_out <= ~(inA | inB);    
        endcase
    end
    else begin
        logic_out <= 1'b0;
        logic_flag<= 1'b0;
    end
end
endmodule
module shift_unit #(parameter in_width = 16, out_width = 16)
(
    input       [in_width-1:0]  inA, inB,
    input                       clk, rst, shift_en,
    input       [1:0]           Alu_fun_shift,
    output  reg [out_width-1:0]   shift_out,
    output  reg                 shift_flag
);
always @(posedge clk or negedge rst) begin
    if (!rst) begin
        shift_out <= 1'b0;
        shift_flag <= 1'b0;
    end
    else if (shift_en) begin
        shift_flag <= 1'b1;
        case (Alu_fun_shift)
            2'b00: shift_out <= inA >> 1'b1 ;    
            2'b01: shift_out <= inA << 1'b1 ;    
            2'b10: shift_out <= inB >> 1'b1 ;    
            2'b11: shift_out <= inB << 1'b1 ;    
        endcase
    end
    else begin
        shift_out <= 1'b0;
        shift_flag <= 1'b0;
    end
end
endmodule

==> flow_summary.yaml <==
# flow metrics
clocking:
  numCtsBuffers: 5
  cts_htree_levels: 2
  cts.sinks: 56
  clockBufferDepth: 2
  cts_root_buf: "clkbuf_16"
synth:
  ys_ff: 56
  netlist.area_leader.share_pct: 18.9
  ys_async_sr_fraction_pct: 100
  edf_count: 0
  syn_avg_cell_area_um2: 7.84
  ff_type: "dfrtp_1"
  ys_cells: 2124
  synth_area_um2: 16700
  largest_area_cell: "ha_1"
  ys_top_cells_by_area: "ha_1 19%, fa_1 12%, dfrtp_1 8.4%"
  synth_cell_type_count: 111
  synth_seq_share_pct: 8.42
  synthCells: 2124
  ys_area_um2: 16700
  yosys_warnings: 5
place:
  gp_congestion: 1.07
  portBuffers: 93
  place_ws_ns: -24.47
  dp_hpwl_mm: 54.5
  dp_cells: 3245
  placed_area_um2: 23600
floorplanning:
  die_h_um: 184
  rows: 66
  fp_util_pct: 51.1
  fp.dieW_um: 184
  io_pins: 94
sta:
  worst-ep-kind: "sequential cell input"
  grt-worst-endpoint: "U_ari.arith_out[0]$_DFF_PN0_/D"
run_status:
  stop_stage: "5_1_grt"
  status: "did not finish"
  error: "[ERROR GRT-0232] Routing congestion too high. Check the congestion heatmap in the GUI."
global_routing:
  grt_max_degree: 57
[repair_timing]
action	4_1_cts
gates resized	608
endpoints found under the setup margin	110
endpoints found under the hold margin	56
pin swaps	238
setup buffers	165
gates cloned	5
[cell families after synthesis]
| family | Yosys count | share of synthesized area, % |
|---|---|---|
| buffers and inverters | 296 | 7.12 |
| adders and majority gates | 347 | 30.4 |
| xor gates and xnor gates | 151 | 7.94 |
| and+or+nand+nor | 720 | 20.9 |
| DFF | 56 | 8.42 |
| muxes | 52 | 4.45 |
| AOI/OAI and AO/OA | 501 | 20.8 |
| other | 1 | 0.0225 |
[synth_stat cells (25+ instances only)]
master,count
nand3_1,40
fa_1,96
o21a_1,31
a31oi_1,26
xor2_1,44
nor2b_1,25
a21o_1,54
xnor2_1,107
o21ai_0,95
nor3_1,57
clkbuf_1,65
dfrtp_1,56
a21oi_1,127
nand2_1,220
ha_1,251
nor2_1,213
inv_1,203
