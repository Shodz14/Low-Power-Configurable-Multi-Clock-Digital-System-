==> ./design.v <==
module UART_FSM 
(
    input               CLK, RST,
    input               DATA_VALID, PAR_EN,
    input               ser_done,
    output  reg [1:0]   mux_sel, 
    output  reg         busy, ser_en
);
reg     [1:0]   current_state, next_state;
parameter idle = 3'b000;
parameter start = 3'b001  , ser = 3'b010 , parity = 3'b011 , stop = 3'b100;
always @(posedge CLK, negedge RST) begin  
    if (!RST) begin
        current_state <= idle;
        busy <= 1'b0;                    
    end
    else current_state <= next_state;
 end
always @(*)       
 begin
    case (current_state)
        idle: begin
            busy = 1'b0;
            ser_en = 1'b0;
            if (DATA_VALID  )     
             begin
              busy = 1'b1;                        
              mux_sel = start;
              next_state = start;
             end
            else next_state = idle;
        end 
        start: begin
            busy = 1'b1;                        
            mux_sel = start;
            next_state = ser;
            ser_en = 1'b1;
        end
        ser: begin
            busy = 1'b1;                        
            mux_sel = ser;
            if (ser_done && PAR_EN) begin
                ser_en = 1'b0;
                next_state = parity;
             end
            else if (ser_done && !(PAR_EN)) begin
                ser_en = 1'b0;
                next_state = stop;
             end
            else next_state = ser;    
        end
        parity: begin
            busy = 1'b1;                        
            mux_sel = parity;
            next_state = stop;
        end
        stop: begin
            busy = 1'b1;                        
            mux_sel = stop;
            if (DATA_VALID) begin
                next_state = start ;    
            end
            else next_state = idle ;    
        end
        default: next_state = idle ;
    endcase
 end
endmodule
module UART_mux 
(
    input           CLK, RST,
    input   [2:0]   mux_sel,
    input           ser_data, par_bit,
    output  reg     mux_out
);
parameter idle = 3'b000;
parameter start = 3'b001  , ser = 3'b010 , parity = 3'b011 , stop = 3'b100;
parameter start_bit = 1'b0, stop_bit = 1'b1;
reg             stp_flag;
always @(*) begin             
         case (mux_sel)
             start: mux_out <= start_bit;             
             stop:  
              begin  
                mux_out <= stop_bit; 
                stp_flag <= 1'b1;
              end
             ser:   mux_out <= ser_data;
             parity: 
              begin
                mux_out <= par_bit;
              end 
             idle: 
             begin
                mux_out <= 1'b1;
             end
             default: mux_out <= 1'b1;       
         endcase
 end
endmodule
module UART_parity_calc 
(
    input           DATA_VALID,
    input  [7:0]    P_DATA,
    input           PAR_TYP,
    input           busy,
    input           CLK, RST,
    output  reg     par_bit
);
reg     [7:0]   p_data;
always @(posedge CLK, negedge RST) begin
    if (!RST) begin
        p_data <= 0;
        par_bit <= 0; 
    end
    else if (DATA_VALID && !busy) begin
        p_data <= P_DATA;
        case (PAR_TYP)
        1'b0: begin
            par_bit <= (^p_data) ;
        end
        1'b1: begin
            par_bit <= ~(^p_data) ;
        end
        endcase
    end
end
endmodule
module UART_ser 
(
    input   [7:0]   P_DATA,
    input           DATA_VALID,
    input           ser_en, busy,
    input           CLK,RST,
    output  reg     ser_data,
    output  reg     ser_done
);
reg     [7:0]   p_data;
integer         counter1;
always @(posedge CLK, negedge RST) begin
    if (!RST) begin
        counter1 <= 1'b0;
        p_data <= 8'b0;
     end
     else if (counter1 == 4'd8) begin
        counter1 <= 1'b0;
     end
    else if (!ser_en && !busy && DATA_VALID) begin
        p_data <= P_DATA;
        counter1 <= 1'b0;
    end
    else if (ser_en) begin
        ser_data <= p_data[counter1];
        counter1 <= counter1 + 1;
     end
 end
always @(*) begin
    if (counter1 == 4'd8) begin
            ser_done = 1'b1;
        end
    else ser_done = 1'b0;
 end
endmodule
module UART_tx
(
    input           CLK, RST,
    input           PAR_EN, PAR_TYP,
    input           DATA_VALID,
    input   [7:0]   P_DATA,
    output  wire    Busy,
    output  wire    TX_OUT   
);
wire        SER_DATA, SER_EN, SER_DONE;
wire        PAR_BIT; 
wire [2:0]  MUX_SEL;
UART_FSM U_FSM (
    .CLK(CLK),
    .RST(RST),
    .ser_done(SER_DONE),
    .DATA_VALID(DATA_VALID),
    .PAR_EN(PAR_EN),
    .mux_sel(MUX_SEL),
    .busy(Busy),
    .ser_en(SER_EN)
);
UART_mux U_MUX (
    .CLK(CLK),
    .RST(RST),
    .mux_sel(MUX_SEL),
    .ser_data(SER_DATA),
    .par_bit(PAR_BIT),
    .mux_out(TX_OUT)
);
UART_parity_calc U_PAR (
    .CLK(CLK),
    .RST(RST),
    .DATA_VALID(DATA_VALID),
    .P_DATA(P_DATA),
    .PAR_TYP(PAR_TYP),
    .par_bit(PAR_BIT),
    .busy(Busy)
);
UART_ser U_SER (
    .CLK(CLK),
    .RST(RST),
    .P_DATA(P_DATA),
    .ser_en(SER_EN),
    .ser_data(SER_DATA),
    .ser_done(SER_DONE),
    .busy(Busy),
    .DATA_VALID(DATA_VALID)
);
endmodule
==> ./run.sh <==
#!/bin/bash
# OpenROAD 26Q1-2900-gdf79404cd8, Yosys 0.63+post, stock flow scripts
make -C /OpenROAD-flow-scripts/flow DESIGN_CONFIG=/design/flow/config.mk WORK_HOME=/design/flow/orfs finish
==> ./config.mk <==
export PLATFORM = sky130hd
export DESIGN_NAME = UART_tx
export DESIGN_NICKNAME = UART_tx
export VERILOG_FILES = /design/flow/design.v
export SDC_FILE = /design/flow/constraint.sdc
export NUM_CORES = 4
export LEC_CHECK = 1
export CORE_UTILIZATION = 30
==> ./constraint.sdc <==
current_design UART_tx

set clk_period 4.7
set clk_io_pct 0.2

create_clock -name clk0 -period $clk_period [get_ports {CLK}]

set non_clock_inputs [all_inputs -no_clocks]
set_input_delay [expr $clk_period * $clk_io_pct] -clock clk0 $non_clock_inputs
set_output_delay [expr $clk_period * $clk_io_pct] -clock clk0 [all_outputs]
==> results.tsv <==
metric	value	unit
Worst Tran Pin Value	0.900	ns
Post-synth top cells	52 x dfrtp_1, 29 x o21ai_0, 26 x nand2_1	
FP Rows	36	
GRT overflow	0	
first-pass detailed-route iteration total	4	
FP Core Util	31.1	%
DP Area	3250	um^2
vias in the first global route	2222	
HPWL after DPL	4.44	mm
antenna viol nets, final	0	
WHS Path Cells	1	
wire per inst	14.5	um
CP Launch Type	input pin	
endpoints left unconstrained	3	
Min-Delay Path Class	register to register	
Setup CP Type	input pin to register	
maximum VDD drop	0.000140	V
Worst Path Arrival	3.15	ns
# port buffers	13	
post-synthesis average cell area	9.99	um^2
hold-fix buffers at CTS	0	
root buf cell	clkbuf_8	
core area	9820	um^2
crit path DRT	4.93	ns
Rel. slew slack	39.8	%
Mapped Cells	306	
final hold violation count	0	
Final Max Tran Viols	0	
die area	10600	um^2
Yosys Instances	306	
Routability Congestion	0.836	
Clk pin slew, worst setup/hold paths	0.10	ns
Ports	15	
Yosys Warn Count	7	
endpoints failing setup	0	
fraction of layout cells with a size suffix above 1	16.5	%
OpenROAD warning count	26	
worst skew pair latency	0.31	ns
first-pass GRT wire length	11.2	mm
max_cap viols	0	
crit share post-route	62.2	%
Layout Skew	0.00759	ns
min-delay src	U_FSM.current_state[2]	
synthesis area per yosys	3060	um^2
Antenna Cells	0	
vias	2293	
post-cts sizing count	0	
GRT Total Usage	13.7	%
Total Neg Setup Slack	0	ns
Iteration-0 DRC Markers	133	
flops out of synthesis	57	
CTS Buf Count	5	
Peak Freq	342	MHz
Synth top area share	42.6	%
htree depth	2	
Layout area overhead	9.29	%
critical-path maximum fanout	15	
pwr dens	265	nW/um^2
CP peak stage delay	0.85	ns
design area	3340	um^2
crit path cell chain	clkdlybuf4s50_1 -> nor2_1 -> nand2_1 -> a31oi_1	
Unique cell types	59	
Post-Route WL	6.42	mm
main flop type	dfrtp_1	
Post-CTS Setup Bufs	0	
Reg2Reg Launch Point	U_SER.counter1[0]	
clock buffer depth	2	
Chip Width	103	um
count of unclocked register or latch pins	3	
largest area contributor in the netlist	dfrtp_1	
Yosys top cell by instances	dfrtp_1	
EDFF count, synth	1	
Final min period	2.92	ns
hold endpoint	U_FSM.current_state[1]	
largest net degree at the start of global routing	55	
status	finished, final reports clean	
CTS tree	yes	
Placed Cells	434	
Leak	1.28	nW
Largest cells by area	dfrtp_1 43%, mux2_2 6.3%, o21ai_0 4.7%	
DRC Markers	0	
unrepaired setup endpoints after global routing	false	
CP endpoint kind	register	
worst r2r path cells	7	
Critical-path top delay cell	nor2_1	
Critical R2R Capture	U_SER.counter1[25]	
Finished Layout Cells	442	
Die Height	103	um
Mapped Area	3060	um^2
worst reg-to-reg setup slack	2.32	ns
Async S/R FF share, synth	93.0	%
initial antenna violation count	0	
vias per cell	5.19	
## cell usage in the layout (no fill, tap or decap), types with 3 or more instances in the layout
cell and count:
dlxtn_1 3, a31oi_1 14, and2_1 3, inv_1 9
clkdlybuf4s50_1 12, mux2i_1 4, nand3_2 3, o31ai_1 4
nor4_1 5, nor3_1 4, dfrtp_1 52, mux2_2 17
nand3_1 15, xnor2_1 6, nand2_1 26, a41oi_1 4
and4_1 6, nand4_1 9, a21oi_1 14, o21ai_0 29
o31a_1 3, nand2b_1 4, nor2_1 8, or2_2 3
clkbuf_8 6
## stage by stage
stage | total power, mW | utilization (%) | hold WS [ns] | worst slack (ns)
4_1_cts | 0.899 | 34.0 | 0.473 | 1.79
5_1_grt | 0.935 | 34.0 | 0.501 | 1.60
3_5_place_dp | 0.626 | 33.1 | 0.447 | 1.47
3_3_place_gp | 0.623 | 33.1 | 0.440 | 1.57
6_report | 0.886 | 34.0 | 0.467 | 1.78
2_1_floorplan | 0.587 | - | 0.430 | 2.72
## layer usage
layer	global-route usage (%)	up-vias	share of wire, %
met4	1.41	0	1.5
met2	20.5	46	44
met5	0	-	0
met1	22.5	1103	50
met3	1.59	7	4.4
li1	-	1137	-
## worst max path at each step
stage / startpoint / to / slack, ns / cells past startpoint
finish: DATA_VALID / U_SER.counter1[20] / 1.78 / 4
global route: DATA_VALID / U_SER.counter1[20] / 1.60 / 4
CTS: DATA_VALID / U_SER.counter1[20] / 1.79 / 4
## cell type report
| type | count | area (um^2) |
|---|---|---|
| clock buffers | 6 | 82.6 |
| clock inverters | 2 | 12.5 |
| fillers | 1031 | 6480 |
| inverters | 9 | 33.8 |
| multi-input cells | 220 | 1500 |
| flip-flops and latches | 57 | 1400 |
| well taps | 133 | 166 |
| repair buffers | 15 | 140 |
## power breakdown
part           switching (mW)  internal, mW  leakage [nW]
Clock                   0.153         0.119        0.0472
Combinational          0.0467        0.0555         0.510
Sequential             0.0203         0.492         0.725
## state kept, by name, indices dropped and copies added (netlist names)
signal	cells
U_PAR.p_data	8
U_PAR.par_bit	1
U_SER.ser_data	1
U_SER.counter1	32
U_SER.p_data	8
U_FSM.mux_sel	2
U_FSM.current_state	4
U_FSM.ser_en	1
## cells by family after synthesis
kind of cell    count (synthesis)  share of synthesized area (%)
compound gates                 79                           15.8
xor+xnor                        8                           2.29
fa+ha+maj                       2                          0.818
buf+inv                        29                           4.95
flops                          54                           44.4
latches                         3                           1.47
mux                            23                           9.04
other cells                     1                          0.123
simple gates                  107                           21.1
## worst max-delay path: cells and delay by family
family | cells | cell delay (ns)
and+or+nand+nor | 2 | 1.19
buffers and inverters | 1 | 0.75
AOI/OAI and AO/OA | 1 | 0.25
No activity file was given, so power comes from the tool's default toggle rates.
